`/design/flow/constraint.sdc`:
```
current_design memory

set clk_period 31.3
set clk_io_pct 0.2

create_clock -name clk0 -period $clk_period

set non_clock_inputs [all_inputs -no_clocks]
set_input_delay [expr $clk_period * $clk_io_pct] -clock clk0 $non_clock_inputs
set_output_delay [expr $clk_period * $clk_io_pct] -clock clk0 [all_outputs]
```
`/design/flow/design.v`:
```
interface mem_itf(
    input   bit         clk,
    input   bit         rst
);
    logic   [31:0]      addr;
    logic   [3:0]       rmask;
    logic   [3:0]       wmask;
    logic   [31:0]      rdata;
    logic   [31:0]      wdata;
    logic               resp;
    bit                 error = 1'b0;
    modport dut (
        input           clk,
        input           rst,
        output          addr,
        output          rmask,
        output          wmask,
        input           rdata,
        output          wdata,
        input           resp
    );
    modport mem (
        input           clk,
        input           rst,
        input           addr,
        input           rmask,
        input           wmask,
        output          rdata,
        input           wdata,
        output          resp,
        output          error
    );
    modport mon (
        input           clk,
        input           rst,
        input           addr,
        input           rmask,
        input           wmask,
        input           rdata,
        input           wdata,
        input           resp,
        output          error
    );
endinterface
interface mon_itf(
    input   bit             clk,
    input   bit             rst
);
            logic           valid;
            logic   [63:0]  order;
            logic   [31:0]  inst;
            logic           halt;
            logic   [4:0]   rs1_addr;
            logic   [4:0]   rs2_addr;
            logic   [31:0]  rs1_rdata;
            logic   [31:0]  rs2_rdata;
            logic   [4:0]   rd_addr;
            logic   [31:0]  rd_wdata;
            logic   [31:0]  pc_rdata;
            logic   [31:0]  pc_wdata;
            logic   [31:0]  mem_addr;
            logic   [3:0]   mem_rmask;
            logic   [3:0]   mem_wmask;
            logic   [31:0]  mem_rdata;
            logic   [31:0]  mem_wdata;
            bit             error = 1'b0;
endinterface
package pcmux;
    typedef enum bit [1:0] {
        pc_plus4  = 2'b00,
        alu_out  = 2'b01,
        alu_mod2 = 2'b10
    } pcmux_sel_t;
endpackage
package marmux;
    typedef enum bit {
        pc_out = 1'b0, 
        alu_out = 1'b1
    } marmux_sel_t;
endpackage
package cmpmux;
    typedef enum bit {
        rs2_out = 1'b0,
        i_imm = 1'b1
    } cmpmux_sel_t;
endpackage
package alumux;
    typedef enum bit {
        rs1_out = 1'b0,
        pc_out = 1'b1
    } alumux1_sel_t;
    typedef enum bit [2:0] {
        i_imm    = 3'b000,
        u_imm   = 3'b001,
        b_imm   = 3'b010,
        s_imm   = 3'b011,
        j_imm   = 3'b100,
        rs2_out = 3'b101
    } alumux2_sel_t;
endpackage
package regfilemux;
    typedef enum bit [3:0] {
        alu_out   = 4'b0000,
        br_en    = 4'b0001,
        u_imm    = 4'b0010,
        lw       = 4'b0011,
        pc_plus4 = 4'b0100,
        lb       = 4'b0101,
        lbu      = 4'b0110,   
        lh       = 4'b0111,
        lhu      = 4'b1000    
    } regfilemux_sel_t;
endpackage
package forward_bmux;
    typedef enum bit [2:0] {
        rs2_v        = 3'b000,
        br_en          = 3'b001,
        u_imm          = 3'b010,
        alu_out        = 3'b011,
        regfilemux_out = 3'b100
    } forward_b_sel_t;
    endpackage
package forward_amux;
    typedef enum bit [2:0] {
        rs1_v = 3'b000,
        br_en = 3'b001,
        u_imm = 3'b010,
        alu_out = 3'b011,
        regfilemux_out = 3'b100
    } forward_a_sel_t;
endpackage
package rv32i_types;
    import pcmux::*;
    import marmux::*;
    import cmpmux::*;
    import alumux::*;
    import regfilemux::*;
    import forward_amux::*;
    import forward_bmux::*;
    typedef enum bit [6:0] {
        op_lui   = 7'b0110111,  
        op_auipc = 7'b0010111,  
        op_jal   = 7'b1101111,  
        op_jalr  = 7'b1100111,  
        op_br    = 7'b1100011,  
        op_load  = 7'b0000011,  
        op_store = 7'b0100011,  
        op_imm   = 7'b0010011,  
        op_reg   = 7'b0110011   
    } rv32i_opcode;
    typedef enum bit [2:0] {
        beq  = 3'b000,
        bne  = 3'b001,
        blt  = 3'b100,
        bge  = 3'b101,
        bltu = 3'b110,
        bgeu = 3'b111
    } branch_funct3_t;
    typedef enum bit [2:0] {
        lb  = 3'b000,
        lh  = 3'b001,
        lw  = 3'b010,
        lbu = 3'b100,
        lhu = 3'b101
    } load_funct3_t;
    typedef enum bit [2:0] {
        sb = 3'b000,
        sh = 3'b001,
        sw = 3'b010
    } store_funct3_t;
    typedef enum bit [2:0] {
        add  = 3'b000,  
        sll  = 3'b001,
        slt  = 3'b010,
        sltu = 3'b011,
        axor = 3'b100,
        sr   = 3'b101,  
        aor  = 3'b110,
        aand = 3'b111
    } arith_funct3_t;
    typedef enum bit [2:0] {
        alu_add = 3'b000,
        alu_sll = 3'b001,
        alu_sra = 3'b010,
        alu_sub = 3'b011,
        alu_xor = 3'b100,
        alu_srl = 3'b101,
        alu_or  = 3'b110,
        alu_and = 3'b111
    } alu_ops;
    typedef struct packed {
        logic [31:0] pc;
        logic valid;
    } if_id_stage_reg_t;
    typedef struct packed {
        logic [31:0]      inst;
        logic   [31:0]      pc;
        logic               valid;
        logic           regf_we;
        logic   [2:0]   funct3;
        logic   [6:0]   funct7;
        logic   [6:0]   opcode;
        logic   [31:0]  imm_out;
        logic   [31:0]  i_imm;
        logic   [31:0]  u_imm;
        logic   [31:0]  j_imm;
        logic   [31:0]  b_imm;
        logic   [31:0]  s_imm;
        logic   [4:0]   rs1_s;
        logic   [4:0]   rs2_s;
        logic   [4:0]   rd_s;
        logic [31:0] rs1_v;
        logic   [31:0]  rs2_v;
        logic               alu_m1_sel;
        logic               alu_m2_sel;
        logic    [2:0]         alu_op;
        logic      cmp_sel;
        logic    [2:0]     cmpop;
        logic  [3:0]    regfilemux_sel;
    } id_ex_stage_reg_t;
    typedef struct packed {
        logic   [31:0]                inst;
        logic   [31:0]                  pc;
        logic                        valid;
        logic   [6:0]               opcode;
        logic   [6:0]               funct7;
        logic   [2:0]               funct3;
        logic   [31:0]             imm_out;
        logic   [31:0]               j_imm;
        logic   [31:0]               b_imm;
        logic   [31:0]               i_imm;
        logic   [31:0]               s_imm;
        logic   [31:0]               u_imm;
        logic   [4:0]                rs1_s;
        logic   [4:0]                rs2_s;
        logic   [4:0]                 rd_s;
        logic   [31:0]               rs1_v;
        logic   [31:0]               rs2_v;
        logic                    br_en;
        logic   [31:0]             alu_out;
        logic                      regf_we;
        logic  [3:0]    regfilemux_sel;
    } ex_mem_stage_reg_t;
    typedef struct packed {
        logic   [31:0]            inst;
        logic   [31:0]              pc;
        logic                    valid;
        logic   [6:0]           opcode;
        logic   [4:0]            rs1_s;
        logic   [4:0]            rs2_s;
        logic   [4:0]             rd_s;
        logic   [31:0]           rs1_v;
        logic   [31:0]           rs2_v;
        logic   [31:0]           j_imm;
        logic   [31:0]           b_imm;
        logic   [31:0]           i_imm;
        logic   [31:0]           u_imm;          
        logic                 br_en;
        logic   [31:0]         alu_out;
        logic                  regf_we;
        logic   [31:0]       dmem_addr;
        logic   [3:0]       dmem_rmask;
        logic   [3:0]       dmem_wmask;
        logic   [31:0]      dmem_wdata;
        logic   [3:0] regfilemux_sel;
    } mem_wb_stage_reg_t;
endpackage
module memory
    import rv32i_types::*;
(
    input ex_mem_stage_reg_t ex_mem,
    input mem_wb_stage_reg_t mem_wb_now,
    input logic freeze_stall,
    output mem_wb_stage_reg_t mem_wb,
    output logic   [31:0]       dmem_addr,
    output logic   [3:0]       dmem_rmask,
    output logic   [3:0]       dmem_wmask,
    output logic   [31:0]      dmem_wdata,
    output logic          br_en_out,
    output logic   [31:0] branch_new_address,
    output logic flushing_inst,
    output logic   mem_wb_br_en,
    output logic   [31:0] mem_wb_alu_out,
    output logic   [31:0] mem_wb_u_imm
);
    assign mem_wb_alu_out = ex_mem.alu_out;
    assign mem_wb_br_en = ex_mem.br_en;
    assign mem_wb_u_imm = ex_mem.u_imm;
    always_comb begin
        mem_wb.dmem_rmask = 4'b000;
        mem_wb.dmem_addr = 32'd0;
        mem_wb.dmem_wmask = 4'b000;
        mem_wb.dmem_wdata = 32'd0;
        if(ex_mem.opcode == op_load) begin
            mem_wb.dmem_addr = ex_mem.rs1_v + ex_mem.i_imm;
            mem_wb.dmem_wdata = 32'd0;
            unique case (ex_mem.funct3)
                lb, lbu: mem_wb.dmem_rmask = 4'b0001 << mem_wb.dmem_addr[1:0];
                lh, lhu: mem_wb.dmem_rmask = 4'b0011 << mem_wb.dmem_addr[1:0];
                lw:      mem_wb.dmem_rmask = 4'b1111;
                default: mem_wb.dmem_rmask = 4'b0000;
            endcase
        end
        else if(ex_mem.opcode == op_store) begin
            mem_wb.dmem_addr = ex_mem.rs1_v + ex_mem.s_imm;
            unique case (ex_mem.funct3)
                sb: mem_wb.dmem_wmask = 4'b0001 << mem_wb.dmem_addr[1:0];
                sh: mem_wb.dmem_wmask = 4'b0011 << mem_wb.dmem_addr[1:0];
                sw: mem_wb.dmem_wmask = 4'b1111;
                default: mem_wb.dmem_wmask = 4'b0000;
            endcase
            unique case (ex_mem.funct3)
                sb: mem_wb.dmem_wdata[8 *mem_wb.dmem_addr[1:0] +: 8 ] = ex_mem.rs2_v[7 :0];
                sh: mem_wb.dmem_wdata[16 *mem_wb.dmem_addr[1]   +: 16] = ex_mem.rs2_v[15:0];
                sw: mem_wb.dmem_wdata = ex_mem.rs2_v;
                default: mem_wb.dmem_wdata = 4'b0000;
            endcase
        end
    end
    always_comb begin
        if(freeze_stall) begin
            dmem_addr = mem_wb_now.dmem_addr& 32'hfffffffc;
            dmem_rmask = mem_wb_now.dmem_rmask;
            dmem_wmask = mem_wb_now.dmem_wmask;
            dmem_wdata = mem_wb_now.dmem_wdata;
        end
        else begin
            dmem_addr = mem_wb.dmem_addr & 32'hfffffffc;
            dmem_rmask = mem_wb.dmem_rmask;
            dmem_wmask = mem_wb.dmem_wmask;
            dmem_wdata = mem_wb.dmem_wdata;
        end
    end
    always_comb begin
        if(ex_mem.opcode inside {op_jal, op_jalr})
            br_en_out = 1'b1;
        else if ((ex_mem.opcode == op_br) && (ex_mem.br_en == 1'b1))
            br_en_out = 1'b1;
        else
            br_en_out = 1'b0;
      end
    always_comb begin
        if(ex_mem.opcode inside {op_jal, op_jalr})
            branch_new_address = ex_mem.alu_out & 32'hfffffffe;
        else if ((ex_mem.opcode == op_br) && (ex_mem.br_en == 1'b1))
            branch_new_address = ex_mem.alu_out;
        else
            branch_new_address = 32'd0;
    end
    always_comb begin
        if(ex_mem.opcode inside {op_jal, op_jalr})
            flushing_inst = 1'b1;
        else if ((ex_mem.opcode == op_br) && (ex_mem.br_en == 1'b1))
            flushing_inst = 1'b1;
        else
            flushing_inst = 1'b0;
    end
    always_comb begin
        if(ex_mem.opcode inside {op_br, op_store}) begin
            mem_wb.rd_s = 5'b0;
        end
        else
            mem_wb.rd_s = ex_mem.rd_s;
    end
    assign mem_wb.inst  =  ex_mem.inst;
    assign mem_wb.pc    =     ex_mem.pc;
    assign mem_wb.valid =  ex_mem.valid;
    assign mem_wb.rs1_s = ex_mem.rs1_s;
    assign mem_wb.rs2_s = ex_mem.rs2_s;
    assign mem_wb.rs1_v = ex_mem.rs1_v;
    assign mem_wb.rs2_v = ex_mem.rs2_v;
    assign mem_wb.u_imm = ex_mem.u_imm;
    assign mem_wb.b_imm = ex_mem.b_imm;
    assign mem_wb.j_imm = ex_mem.j_imm;
    assign mem_wb.i_imm = ex_mem.i_imm;
    assign mem_wb.br_en = ex_mem.br_en;
    assign mem_wb.alu_out = ex_mem.alu_out;
    assign mem_wb.regf_we = ex_mem.regf_we;
    assign mem_wb.regfilemux_sel = ex_mem.regfilemux_sel;
    assign mem_wb.opcode = ex_mem.opcode;
endmodule 
```
`/design/flow/config.mk`:
```
export PLATFORM = sky130hd
export DESIGN_NAME = memory
export DESIGN_NICKNAME = memory
export VERILOG_FILES = /design/flow/design.v
export SDC_FILE = /design/flow/constraint.sdc
export NUM_CORES = 4
export LEC_CHECK = 1
export CORE_AREA = 10 10 513 513
export DIE_AREA = 0 0 523 523
export SYNTH_HDL_FRONTEND = slang
```
`/design/flow/run.sh`:
```
#!/bin/bash
# OpenROAD 26Q1-2900-gdf79404cd8, Yosys 0.63+post, stock flow scripts
make -C /OpenROAD-flow-scripts/flow DESIGN_CONFIG=/design/flow/config.mk WORK_HOME=/design/flow/orfs finish
```
==> Changelog: implementation <==
### Physical design

- Max-area cell share: between 30% and 40%
- Max incr delay on CP: approximately 740 ps
- Yosys xor share: 4.769%
- Hold Buf Count CTS: 0
- Total congestion overflow: 0
- Die width: between 500 and 600 um
- Global placer's final weighted congestion: a little over 0.9
- Flip-flop and latch count: 0
- Synth Warn #: 0
- Worst hold path type: primary input to primary output
- Die height: 523 um
- DIE AREA: ~0.27 mm^2
- Total negative slack: 0 ps
- Proportion of synthesized area in mux cells: 6.567%
- Main area contributors: buf_4 (33%), ha_1 (9.3%), mux2_2 (5.9%)
- First-pass GRT wire length: between 150000 and 200000 um
- GRT Total Usage: a little under an eighth
- Yosys simple share: 18.22%
- Ratio of cells with drive above 1 in the final layout: under 10%
- Residual DRC count: 0
- Fmax: slightly below 60 MHz
- Max FO, Critical Path: 3
- DPL Wire Length: between 150000 and 200000 um
- Worst Path Arrival: about 11000 ps
- Finished Core Util: ~6.4%
- Syn avg cell area: 6.960 um^2
- Complex Gates by Area: 24.66%
- Slew @ Worst Pin: about 890 ps
- Log Warnings: between 300 and 400
- Post-route ant nets: 0
- IO Count: 1341
- Clock buf count: 0
- Post-DR vias/cell: about 2.2
- Slew margin rel.: roughly two fifths
- CP Launch Type: primary input
- Most frequent cells in the layout: clkdlybuf4s50_1 (596), nand2_1 (83), nor2_1 (80), a21oi_1 (80), ha_1 (64)
- Commonest Layout Cell: clkdlybuf4s50_1
- Period utilization: 53.92%
- Final hold vios: 0
- Fp util: 3.430%
- Critical Path RT: ~25000 ps
- Largest family of logic cells by area: buffers and inverters
- Chip Area, Yosys: ~0.0086 mm^2
- Vias: around 10000
- Pwr Total: roughly 0.00021 W
- Sequential fraction of the synthesis area: 0%
- Setup violators final: 0
- Final WL: about 170000 um
- Cells after Synth: roughly 1200
- Critical path class: primary input to primary output
- Yosys top cell by area: buf_4
- Initial antenna violation count: approximately 120
- Post-CTS Resized: 0
- Netlist Area Pre-Place: ~0.0086 mm^2
- Buf/Inv on CP: 2
- Slowest cell on crit path: clkdlybuf4s50_1
- Register Area: 0 um^2
- P_leak: ~4.8 nW
- Adder Area Share: about a tenth
- Setup bufs post-CTS: 0
- Wire per inst: 35.10 um
- Power Density: roughly 13 mW/mm^2
- CP Cell Sequence: clkdlybuf4s50_1 > ha_1 > fa_1 > a21o_1 > a221oi_2 > o2bb2ai_1 > a21boi_0 > o21ai_0 > o31ai_1 > xnor2_1 > o22ai_1 > clkdlybuf4s50_1
- Final Max Slew Viols: 0
- Drt first pass iters: 5
- Tmin final: ~17000 ps
- Synth cell types: roughly 79
- Row count: around 180
- Ys cells: about 1200
- RSZ-0062 raised after global routing: no
- Run status: complete, no violations
- Area Growth Syn to Fin: 85.40%
- Most numerous cell on the critical path: clkdlybuf4s50_1
- Largest net degree at the start of global routing: 34
- Core footprint: roughly 0.25 mm^2
- Largest delay share family, worst path: AND-OR/OR-AND gates
- Vias in the first global route: about 10000
- I/O Buffers: approximately 600
- Drt initial violations: 468
- VDD IR-drop max: 0.003300 mV
- Max Cap Viol: 0
- CP endpoint kind: primary output
-- path summary, 6_finish.rpt --
path / cells after the start / to / from / slack [ps]
min: 0 / mem_wb[110] / ex_mem[117] / 12520
max: 12 / mem_wb[72] / ex_mem[70] / 14420
-- cells by family (layout without fill, tap and decap cells) --
family | Yosys count | in the layout
mux | 51 | 51
other cells | 1 | 23
compound gates | 310 | 310
simple gates | 319 | 319
fa+ha+maj | 66 | 66
xor+xnor | 47 | 47
buf+inv | 446 | 638
-- where the power goes --
| group | switching, W | total [W] | internal, W |
|---|---|---|---|
| clock network | 0 | 0.0000000000642 | 0.0000000000640 |
| registers | 0 | 0 | 0 |
| logic | 0.000115 | 0.000210 | 0.0000944 |
| total | 0.000115 | 0.000210 | 0.0000944 |
-- final cells by class --
type,count,area [um^2]
Tap cell,3348,4189
Antenna cell,21,52.55
Fill cell,29590,235600
Inverter,21,81.33
Timing Repair Buffer,617,6121
Multi-Input combinational cell,795,5558
-- stage by stage --
stage          hold WS, ps  worst slack, ps  cell area, um^2  instances
3_5_place_dp         12520            14460            15950       4781
2_1_floorplan        12540            16520             8635       1241
4_1_cts              12520            14450            15950       4781
5_1_grt              12520            14250            15970       4790
6_report             12520            14420            16000       4802
3_3_place_gp         12520            14500            15950       4781
-- Yosys cell counts, types with 4 or more instances --
| master | n |
|---|---|
| a221o_1 | 4 |
| and3_1 | 10 |
| a21boi_0 | 5 |
| o21bai_1 | 5 |
| nand3_1 | 18 |
| nor2b_1 | 4 |
| a211oi_1 | 4 |
| or3_1 | 7 |
| and2_1 | 50 |
| and4_1 | 4 |
| inv_1 | 20 |
| buf_2 | 5 |
| nand4_1 | 9 |
| o31a_1 | 5 |
| nand2b_1 | 8 |
| o31ai_1 | 20 |
| o32ai_1 | 4 |
| xnor2_1 | 20 |
| o21a_1 | 14 |
| a21o_1 | 30 |
| buf_4 | 380 |
| o21ai_1 | 5 |
| o211ai_1 | 10 |
| mux2_2 | 45 |
| nand2_1 | 83 |
| a21oi_1 | 80 |
| mux2i_1 | 6 |
| a31oi_1 | 11 |
| xor2_1 | 27 |
| or2_2 | 5 |
| a22oi_1 | 24 |
| o21ai_0 | 32 |
| nor4_1 | 5 |
| clkbuf_1 | 38 |
| ha_1 | 64 |
| o22ai_1 | 18 |
| nor3_1 | 26 |
| nor2_1 | 81 |
-- layer usage --
metal	share of wire [%]	track usage, %
met1	24	8.398
met5	0.20	0.3638
met4	3.1	2.284
met3	24	12.82
met2	49	21.05
No activity file was given, so power comes from the tool's default toggle rates.
