==> flow/design.v <==
interface mem_itf(
    input   bit         clk,
    input   bit         rst
);
    logic   [31:0]      addr;
    logic   [3:0]       rmask;
    logic   [3:0]       wmask;
    logic   [31:0]      rdata;
    logic   [31:0]      wdata;
    logic               resp;
    bit                 error = 1'b0;
    modport dut (
        input           clk,
        input           rst,
        output          addr,
        output          rmask,
        output          wmask,
        input           rdata,
        output          wdata,
        input           resp
    );
    modport mem (
        input           clk,
        input           rst,
        input           addr,
        input           rmask,
        input           wmask,
        output          rdata,
        input           wdata,
        output          resp,
        output          error
    );
    modport mon (
        input           clk,
        input           rst,
        input           addr,
        input           rmask,
        input           wmask,
        input           rdata,
        input           wdata,
        input           resp,
        output          error
    );
endinterface
interface mon_itf(
    input   bit             clk,
    input   bit             rst
);
            logic           valid;
            logic   [63:0]  order;
            logic   [31:0]  inst;
            logic           halt;
            logic   [4:0]   rs1_addr;
            logic   [4:0]   rs2_addr;
            logic   [31:0]  rs1_rdata;
            logic   [31:0]  rs2_rdata;
            logic   [4:0]   rd_addr;
            logic   [31:0]  rd_wdata;
            logic   [31:0]  pc_rdata;
            logic   [31:0]  pc_wdata;
            logic   [31:0]  mem_addr;
            logic   [3:0]   mem_rmask;
            logic   [3:0]   mem_wmask;
            logic   [31:0]  mem_rdata;
            logic   [31:0]  mem_wdata;
            bit             error = 1'b0;
endinterface
package pcmux;
    typedef enum bit [1:0] {
        pc_plus4  = 2'b00,
        alu_out  = 2'b01,
        alu_mod2 = 2'b10
    } pcmux_sel_t;
endpackage
package marmux;
    typedef enum bit {
        pc_out = 1'b0, 
        alu_out = 1'b1
    } marmux_sel_t;
endpackage
package cmpmux;
    typedef enum bit {
        rs2_out = 1'b0,
        i_imm = 1'b1
    } cmpmux_sel_t;
endpackage
package alumux;
    typedef enum bit {
        rs1_out = 1'b0,
        pc_out = 1'b1
    } alumux1_sel_t;
    typedef enum bit [2:0] {
        i_imm    = 3'b000,
        u_imm   = 3'b001,
        b_imm   = 3'b010,
        s_imm   = 3'b011,
        j_imm   = 3'b100,
        rs2_out = 3'b101
    } alumux2_sel_t;
endpackage
package regfilemux;
    typedef enum bit [3:0] {
        alu_out   = 4'b0000,
        br_en    = 4'b0001,
        u_imm    = 4'b0010,
        lw       = 4'b0011,
        pc_plus4 = 4'b0100,
        lb       = 4'b0101,
        lbu      = 4'b0110,   
        lh       = 4'b0111,
        lhu      = 4'b1000    
    } regfilemux_sel_t;
endpackage
package forward_bmux;
    typedef enum bit [2:0] {
        rs2_v        = 3'b000,
        br_en          = 3'b001,
        u_imm          = 3'b010,
        alu_out        = 3'b011,
        regfilemux_out = 3'b100
    } forward_b_sel_t;
    endpackage
package forward_amux;
    typedef enum bit [2:0] {
        rs1_v = 3'b000,
        br_en = 3'b001,
        u_imm = 3'b010,
        alu_out = 3'b011,
        regfilemux_out = 3'b100
    } forward_a_sel_t;
endpackage
package rv32i_types;
    import pcmux::*;
    import marmux::*;
    import cmpmux::*;
    import alumux::*;
    import regfilemux::*;
    import forward_amux::*;
    import forward_bmux::*;
    typedef enum bit [6:0] {
        op_lui   = 7'b0110111,  
        op_auipc = 7'b0010111,  
        op_jal   = 7'b1101111,  
        op_jalr  = 7'b1100111,  
        op_br    = 7'b1100011,  
        op_load  = 7'b0000011,  
        op_store = 7'b0100011,  
        op_imm   = 7'b0010011,  
        op_reg   = 7'b0110011   
    } rv32i_opcode;
    typedef enum bit [2:0] {
        beq  = 3'b000,
        bne  = 3'b001,
        blt  = 3'b100,
        bge  = 3'b101,
        bltu = 3'b110,
        bgeu = 3'b111
    } branch_funct3_t;
    typedef enum bit [2:0] {
        lb  = 3'b000,
        lh  = 3'b001,
        lw  = 3'b010,
        lbu = 3'b100,
        lhu = 3'b101
    } load_funct3_t;
    typedef enum bit [2:0] {
        sb = 3'b000,
        sh = 3'b001,
        sw = 3'b010
    } store_funct3_t;
    typedef enum bit [2:0] {
        add  = 3'b000,  
        sll  = 3'b001,
        slt  = 3'b010,
        sltu = 3'b011,
        axor = 3'b100,
        sr   = 3'b101,  
        aor  = 3'b110,
        aand = 3'b111
    } arith_funct3_t;
    typedef enum bit [2:0] {
        alu_add = 3'b000,
        alu_sll = 3'b001,
        alu_sra = 3'b010,
        alu_sub = 3'b011,
        alu_xor = 3'b100,
        alu_srl = 3'b101,
        alu_or  = 3'b110,
        alu_and = 3'b111
    } alu_ops;
    typedef struct packed {
        logic [31:0] pc;
        logic valid;
    } if_id_stage_reg_t;
    typedef struct packed {
        logic [31:0]      inst;
        logic   [31:0]      pc;
        logic               valid;
        logic           regf_we;
        logic   [2:0]   funct3;
        logic   [6:0]   funct7;
        logic   [6:0]   opcode;
        logic   [31:0]  imm_out;
        logic   [31:0]  i_imm;
        logic   [31:0]  u_imm;
        logic   [31:0]  j_imm;
        logic   [31:0]  b_imm;
        logic   [31:0]  s_imm;
        logic   [4:0]   rs1_s;
        logic   [4:0]   rs2_s;
        logic   [4:0]   rd_s;
        logic [31:0] rs1_v;
        logic   [31:0]  rs2_v;
        logic               alu_m1_sel;
        logic               alu_m2_sel;
        logic    [2:0]         alu_op;
        logic      cmp_sel;
        logic    [2:0]     cmpop;
        logic  [3:0]    regfilemux_sel;
    } id_ex_stage_reg_t;
    typedef struct packed {
        logic   [31:0]                inst;
        logic   [31:0]                  pc;
        logic                        valid;
        logic   [6:0]               opcode;
        logic   [6:0]               funct7;
        logic   [2:0]               funct3;
        logic   [31:0]             imm_out;
        logic   [31:0]               j_imm;
        logic   [31:0]               b_imm;
        logic   [31:0]               i_imm;
        logic   [31:0]               s_imm;
        logic   [31:0]               u_imm;
        logic   [4:0]                rs1_s;
        logic   [4:0]                rs2_s;
        logic   [4:0]                 rd_s;
        logic   [31:0]               rs1_v;
        logic   [31:0]               rs2_v;
        logic                    br_en;
        logic   [31:0]             alu_out;
        logic                      regf_we;
        logic  [3:0]    regfilemux_sel;
    } ex_mem_stage_reg_t;
    typedef struct packed {
        logic   [31:0]            inst;
        logic   [31:0]              pc;
        logic                    valid;
        logic   [6:0]           opcode;
        logic   [4:0]            rs1_s;
        logic   [4:0]            rs2_s;
        logic   [4:0]             rd_s;
        logic   [31:0]           rs1_v;
        logic   [31:0]           rs2_v;
        logic   [31:0]           j_imm;
        logic   [31:0]           b_imm;
        logic   [31:0]           i_imm;
        logic   [31:0]           u_imm;          
        logic                 br_en;
        logic   [31:0]         alu_out;
        logic                  regf_we;
        logic   [31:0]       dmem_addr;
        logic   [3:0]       dmem_rmask;
        logic   [3:0]       dmem_wmask;
        logic   [31:0]      dmem_wdata;
        logic   [3:0] regfilemux_sel;
    } mem_wb_stage_reg_t;
endpackage
module alu
    import rv32i_types::*;
    (
        input   logic   [2:0]   aluop,
        input   logic   [31:0]  a, b,
        output  logic   [31:0]  f
    );
        logic signed   [31:0] as;
        logic signed   [31:0] bs;
        logic unsigned [31:0] au;
        logic unsigned [31:0] bu;
        assign as =   signed'(a);
        assign bs =   signed'(b);
        assign au = unsigned'(a);
        assign bu = unsigned'(b);
        always_comb begin
            unique case (aluop)
                alu_add: f = au +   bu;
                alu_sll: f = au <<  bu[4:0];
                alu_sra: f = unsigned'(as >>> bu[4:0]);
                alu_sub: f = au -   bu;
                alu_xor: f = au ^   bu;
                alu_srl: f = au >>  bu[4:0];
                alu_or:  f = au |   bu;
                alu_and: f = au &   bu;
                default: f = 'x;
            endcase
        end
    endmodule : alu
module cmp
	import rv32i_types::*;
	(
		input   logic   [2:0]   cmpop,
		input   logic   [31:0]  a, b,
		output  logic           br_en
	);
		logic signed   [31:0] as;
		logic signed   [31:0] bs;
		logic unsigned [31:0] au;
		logic unsigned [31:0] bu;
		assign as =   signed'(a);
		assign bs =   signed'(b);
		assign au = unsigned'(a);
		assign bu = unsigned'(b);
		always_comb begin
			unique case (cmpop)
				beq:  br_en = (au == bu);
				bne:  br_en = (au != bu);
				blt:  br_en = (as <  bs);
				bge:  br_en = (as >=  bs);
				bltu: br_en = (au <  bu);
				bgeu: br_en = (au >=  bu);
				default: br_en = 1'bx;
			endcase
		end
	endmodule: cmp
module execute
  import forward_amux::*;
  import forward_bmux::*;
  import rv32i_types::*;
    (
      input id_ex_stage_reg_t id_ex,
      output ex_mem_stage_reg_t ex_mem,
      input logic [31:0]    regfilemux_out_forward,
      input logic             ex_mem_br_en_forward,
      input logic [31:0]    ex_mem_alu_out_forward,
      input logic [31:0]              ex_mem_u_imm_forward,
      input forward_a_sel_t          forward_a_sel,
      input forward_b_sel_t          forward_b_sel,
      input logic flushing_inst 
    );
    assign ex_mem.pc = id_ex.pc;
    logic [31:0] forward_amux_out;
    logic [31:0] forward_bmux_out; 
    always_comb begin 
      unique case (forward_a_sel) 
          forward_amux::rs1_v :   forward_amux_out = id_ex.rs1_v;
          forward_amux::br_en :   forward_amux_out = {31'b0,ex_mem_br_en_forward};
          forward_amux::alu_out :         forward_amux_out = ex_mem_alu_out_forward;
          forward_amux::regfilemux_out :  forward_amux_out = regfilemux_out_forward;
          forward_amux::u_imm :           forward_amux_out = ex_mem_u_imm_forward;
          default : forward_amux_out = id_ex.rs1_v;
      endcase
      unique case (forward_b_sel) 
        forward_bmux::rs2_v :   forward_bmux_out = id_ex.rs2_v;
        forward_bmux::br_en :   forward_bmux_out = {31'b0, ex_mem_br_en_forward};
        forward_bmux::alu_out : forward_bmux_out = ex_mem_alu_out_forward;
        forward_bmux::regfilemux_out : forward_bmux_out = regfilemux_out_forward;
        forward_bmux::u_imm :           forward_bmux_out = ex_mem_u_imm_forward;
        default : forward_bmux_out = id_ex.rs2_v;
    endcase
  end
    logic  [31:0]  a, b;
    always_comb begin
        unique case(id_ex.alu_m1_sel) 
          1'b0 : a = forward_amux_out ;
          1'b1 : a = id_ex.pc;
          default : a = forward_amux_out;
        endcase
      end
    always_comb begin
        unique case(id_ex.alu_m2_sel)
            1'b0 : b = forward_bmux_out;
            1'b1 : b = id_ex.imm_out;
            default: b = forward_bmux_out;
        endcase
      end
    alu alu(
      .a(a),
      .b (b),
      .f(ex_mem.alu_out),
      .aluop(id_ex.alu_op)
    );
    logic   [31:0]  cmp_a, cmp_b;
    assign cmp_a = forward_amux_out;
    always_comb begin
      unique case(id_ex.cmp_sel)
        1'b0: cmp_b = forward_bmux_out;
        1'b1: cmp_b = id_ex.i_imm;
        default: cmp_b = 32'b0;
      endcase
    end
    cmp cmp(
      .a(cmp_a),
      .b(cmp_b),
      .cmpop(id_ex.cmpop),
      .br_en(ex_mem.br_en)
    );
    always_comb begin 
      if(flushing_inst) begin
          ex_mem.inst = 32'h00000013;
          ex_mem.valid = 0;
          ex_mem.funct7 = 7'd0;
          ex_mem.funct3 = 3'd0;
          ex_mem.opcode = 7'd0;
          ex_mem.rs1_s  = 5'd0;
          ex_mem.rs2_s  = 5'd0;
          ex_mem.rd_s   = 5'd0;
          ex_mem.imm_out = 32'd0;
          ex_mem.u_imm = 32'd0;
          ex_mem.j_imm = 32'd0;
          ex_mem.b_imm = 32'd0;
          ex_mem.i_imm = 32'd0;
          ex_mem.s_imm = 32'd0;
          ex_mem.rs1_v = 32'd0;
          ex_mem.rs2_v = 32'd0;
      end
      else begin
        ex_mem.inst = id_ex.inst;
        ex_mem.valid = id_ex.valid;
        ex_mem.funct7 = id_ex.funct7;
        ex_mem.funct3 = id_ex.funct3;
        ex_mem.opcode = id_ex.opcode;
        ex_mem.rs1_s  = id_ex.rs1_s;
        ex_mem.rs2_s  = id_ex.rs2_s;;
        ex_mem.rd_s   = id_ex.rd_s;
        ex_mem.imm_out = id_ex.imm_out;
        ex_mem.u_imm = id_ex.u_imm;
        ex_mem.j_imm = id_ex.j_imm;
        ex_mem.b_imm = id_ex.b_imm;
        ex_mem.i_imm = id_ex.i_imm;
        ex_mem.s_imm = id_ex.s_imm;
        ex_mem.rs1_v = forward_amux_out;
        ex_mem.rs2_v = forward_bmux_out;
      end
    end
    assign ex_mem.regf_we = id_ex.regf_we;
    assign ex_mem.regfilemux_sel = id_ex.regfilemux_sel;
    endmodule
==> flow/run.sh <==
#!/bin/bash
# OpenROAD 26Q1-2900-gdf79404cd8, Yosys 0.63+post, stock flow scripts
make -C /OpenROAD-flow-scripts/flow DESIGN_CONFIG=/design/flow/config.mk WORK_HOME=/design/flow/orfs finish
==> flow/config.mk <==
export PLATFORM = sky130hd
export DESIGN_NAME = execute
export DESIGN_NICKNAME = execute
export VERILOG_FILES = /design/flow/design.v
export SDC_FILE = /design/flow/constraint.sdc
export NUM_CORES = 4
export LEC_CHECK = 1
export CORE_AREA = 10 10 334 334
export DIE_AREA = 0 0 344 344
export SYNTH_HDL_FRONTEND = slang
==> flow/constraint.sdc <==
current_design execute

set clk_period 35.1
set clk_io_pct 0.2

create_clock -name clk0 -period $clk_period

set non_clock_inputs [all_inputs -no_clocks]
set_input_delay [expr $clk_period * $clk_io_pct] -clock clk0 $non_clock_inputs
set_output_delay [expr $clk_period * $clk_io_pct] -clock clk0 [all_outputs]
==> PnR_summary.wiki <==
== Run summary ==
{| class="wikitable"
! Metric !! Value
|-
| Highest routed layer || met5
|-
| Number of endpoints with negative hold slack in the final report || 0
|-
| Post-CTS setup buffer count || 0
|-
| Area figure in the yosys stat output || 0.01516 mm2
|-
| Power per standard cell area || 21.84 mW/mm2
|-
| Routed vias || about 23k
|-
| Number of pins with negative max-slew slack in the final report || 0
|-
| Final standard cell utilization of the core || 24.15%
|-
| Antenna violations before repair || 199
|-
| Wirelength, routed || 184.3 mm
|-
| Number of rows in the core area || 118
|-
| CP Class || in2out
|-
| Wire length of the first global-routing pass || about 230 mm
|-
| Routed len/inst || 41.35 um
|-
| Data arrival at the endpoint of the critical path || 14.07 ns
|-
| Global routing usage summed across all routing layers || 29.90%
|-
| Wl on met1 || 69.48 mm
|-
| Cell type with the largest total area after synthesis || sky130_fd_sc_hd__nor2b_1
|-
| Chip height || approximately 340 um
|-
| Class of the tightest hold or removal check || in2out
|-
| Syn Area/Cell || 6.578 um2
|-
| Highest attainable clock frequency || between 40 and 50 MHz
|-
| Routed wire length on met3 || roughly 28 mm
|-
| Max cap viols || 0
|-
| Number of warnings the tools reported || around 66
|-
| Actual slew at the worst max-slew pin || 1.037 ns
|-
| HPWL reported at the end of detailed placement || 163.5 mm
|-
| Fraction of layout cells with a size suffix above 1 || 7.598%
|-
| Worst vdd rail ir drop || between 0.00001 and 0.000015 V
|-
| DRC marker count from the first detailed-route iteration || 2598
|-
| Top area contributor share || 11.96%
|-
| Post-placement cell count || 4394
|-
| Clock buffer cells || 0
|-
| Fin crit period || 21.09 ns
|-
| Launching element type of the critical path || input port
|-
| WL met2 || ~81 mm
|-
| Boundary Pins || 862
|-
| Filler instances || 11.55k
|-
| Number of global-route vias before repair || between 20k and 25k
|-
| Total of warnings raised by yosys || 0
|-
| Core area || slightly above 0.1 mm2
|-
| Proportion of synthesized chip area in sequential cells || 0%
|-
| Top cells by area || sky130_fd_sc_hd__nor2b_1 12%, sky130_fd_sc_hd__ha_1 11%, sky130_fd_sc_hd__mux2i_1 6.7%
|-
| Total standard cell area after synthesis || ~0.015 mm2
|-
| Relative slew slack || 30.15%
|-
| Die area || 0.1183 mm2
|-
| Share of the cycle needed by the critical path after routing || approximately three fifths
|-
| Footprint of the flip-flops and latches || 0 um2
|-
| Setup violations, final || 0
|-
| Number of instances resized during post-cts repair || 0
|-
| Highest fanout seen on the critical path || between 50 and 60
|-
| Non-filler cells, final || 4458
|-
| Mean number of vias per cell || 5.144
|-
| Final Hold Slack || roughly 14 ns
|-
| Remaining antenna violation count after routing || 0
|-
| Total cells reported by yosys after synthesis || 2305
|-
| Setup TNS Final || 0 ns
|-
| Area growth from synthesis to layout || 65.54%
|-
| Maximum number of pins on one net before global-route repair || 97
|-
| Type of element capturing the critical path || primary output
|-
| Hold-fix buffer count after cts || 0
|-
| Die X || 344 um
|-
| CP Data Required Time || 28.08 ns
|-
| Count of TritonRoute iterations in the first routing pass || 5
|-
| Run status || finished clean
|-
| GPL Wtd Cong || roughly 1.3
|-
| Initial core utilization || 14.59%
|-
| Total congestion overflow after global routing || 0
|-
| Post-synth cell types || 89
|-
| Leakage dissipation || ~9.5 nW
|-
| Synthesized instance count || between 2k and 2.5k
|-
| Port buffer count || around 850
|-
| Unrepaired setup endpoints after global routing || no
|-
| Flops || 0
|-
| # DRC || 0
|}
worst max-delay path, stage by stage:
cell and delay, ns:
sky130_fd_sc_hd__buf_2 0.10, sky130_fd_sc_hd__buf_4 0.54, sky130_fd_sc_hd__or3_1 0.26, sky130_fd_sc_hd__nand2_1 0.23
sky130_fd_sc_hd__a221oi_4 0.32, sky130_fd_sc_hd__buf_4 0.57, sky130_fd_sc_hd__nand4_1 0.46, sky130_fd_sc_hd__nor2_1 0.41
sky130_fd_sc_hd__and4_1 0.38, sky130_fd_sc_hd__a31oi_1 0.14, sky130_fd_sc_hd__xnor2_1 0.17, sky130_fd_sc_hd__ha_1 0.38
sky130_fd_sc_hd__and3_1 0.23, sky130_fd_sc_hd__and3_1 0.19, sky130_fd_sc_hd__a22oi_1 0.14, sky130_fd_sc_hd__nand2_1 0.14
sky130_fd_sc_hd__a211oi_1 0.45, sky130_fd_sc_hd__o21ai_0 0.27, sky130_fd_sc_hd__a31o_2 0.33, sky130_fd_sc_hd__a21oi_1 0.20
sky130_fd_sc_hd__mux2i_1 0.09, sky130_fd_sc_hd__or4_1 0.52, sky130_fd_sc_hd__clkdlybuf4s50_1 0.48
per-layer routing:
layer  vias to the layer above  track usage [%]
met5                         -            3.226
met2                      1652            44.47
met4                       124            7.908
met1                     10940            35.75
met3                       359            18.18
li1                       9853                -
through the flow:
stage          cell area, um2  power [mW]  setup slack, ns
2_1_floorplan           15160      0.2515            16.46
3_3_place_gp            24940      0.5306            14.21
3_5_place_dp            24940      0.5283            14.13
4_1_cts                 24940      0.5322            14.12
5_1_grt                 25050      0.5751            13.50
6_report                25100      0.5481            14.01
cell usage in the layout, fill, tap and decap left out, types with 20 or more instances in the layout:
cell | netlist | routed
sky130_fd_sc_hd__nand3_1 | 59 | 59
sky130_fd_sc_hd__buf_4 | 48 | 78
sky130_fd_sc_hd__inv_1 | 110 | 109
sky130_fd_sc_hd__diode_2 | 0 | 64
sky130_fd_sc_hd__a31oi_1 | 34 | 34
sky130_fd_sc_hd__ha_1 | 128 | 128
sky130_fd_sc_hd__a22oi_1 | 41 | 41
sky130_fd_sc_hd__o22ai_1 | 22 | 22
sky130_fd_sc_hd__and2_1 | 20 | 20
sky130_fd_sc_hd__nor2b_1 | 290 | 289
sky130_fd_sc_hd__a21o_1 | 27 | 27
sky130_fd_sc_hd__nand2_1 | 174 | 174
sky130_fd_sc_hd__o211ai_1 | 28 | 28
sky130_fd_sc_hd__a221oi_1 | 36 | 35
sky130_fd_sc_hd__nor2_1 | 185 | 182
sky130_fd_sc_hd__a211oi_1 | 27 | 27
sky130_fd_sc_hd__o21ai_0 | 145 | 145
sky130_fd_sc_hd__xnor2_1 | 47 | 47
sky130_fd_sc_hd__clkdlybuf4s50_1 | 0 | 843
sky130_fd_sc_hd__nor3_1 | 48 | 46
sky130_fd_sc_hd__a21oi_1 | 139 | 139
sky130_fd_sc_hd__mux2_2 | 87 | 87
sky130_fd_sc_hd__mux2i_1 | 101 | 100
sky130_fd_sc_hd__a221o_1 | 39 | 39
sky130_fd_sc_hd__nand2b_1 | 32 | 32
synthesized netlist by cell type (39+ instances only):
cell type                    n
sky130_fd_sc_hd__a21oi_1   139
sky130_fd_sc_hd__o21ai_0   145
sky130_fd_sc_hd__nor2_1    185
sky130_fd_sc_hd__a221o_1    39
sky130_fd_sc_hd__mux2i_1   101
sky130_fd_sc_hd__nand2_1   174
sky130_fd_sc_hd__nor2b_1   290
sky130_fd_sc_hd__a22oi_1    41
sky130_fd_sc_hd__xnor2_1    47
sky130_fd_sc_hd__nand3_1    59
sky130_fd_sc_hd__mux2_2     87
sky130_fd_sc_hd__ha_1      128
sky130_fd_sc_hd__nor3_1     48
sky130_fd_sc_hd__buf_4      48
sky130_fd_sc_hd__clkbuf_1  109
sky130_fd_sc_hd__inv_1     110
path summary, 6_finish.rpt:
kind / startpoint / slack (ns) / depth (start not counted) / end
worst max-delay path: forward_b_sel[1] / 14.01 / 23 / ex_mem[35]
worst min-delay path: id_ex[0] / 14.04 / 0 / ex_mem[0]
cell type report:
cell class | count | area [um2] | area share, %
Antenna cell | 64 | 160.2 | 0.6380
Inverter | 116 | 435.4 | 1.735
Tap cell | 1380 | 1727 | 6.879
Multi-Input combinational cell | 1968 | 13700 | 54.58
Timing Repair Buffer | 930 | 9079 | 36.17
cells by family (layout without fill, tap and decap cells):
logic type / Yosys count / count (layout) / synth area share [%]
muxes: 195 / 195 / 14.12
and+or+nand+nor: 909 / 909 / 31.24
adders and majority gates: 129 / 129 / 10.69
other: 0 / 64 / 0
xor gates and xnor gates: 57 / 57 / 3.342
buffers and inverters: 337 / 1046 / 9.984
AOI/OAI and AO/OA: 678 / 678 / 30.62
report_power, final:
part	switching, mW	internal (mW)
clock	0	0.000000171
sequential	0	0
combinational	0.314	0.234
total	0.314	0.234
Power is estimated from default activity; no workload was simulated.
